$ cat flow/run.sh
#!/bin/bash
# OpenROAD 26Q1-2900-gdf79404cd8, Yosys 0.63+post, stock flow scripts
make -C /OpenROAD-flow-scripts/flow DESIGN_CONFIG=/design/flow/config.mk WORK_HOME=/design/flow/orfs finish
$ cat flow/config.mk
export PLATFORM = sky130hd
export DESIGN_NAME = uart
export DESIGN_NICKNAME = uart
export VERILOG_FILES = /design/flow/design.v
export SDC_FILE = /design/flow/constraint.sdc
export NUM_CORES = 4
export LEC_CHECK = 1
export CORE_UTILIZATION = 50
$ cat flow/constraint.sdc
current_design uart

set clk_period 2.7
set clk_io_pct 0.2

create_clock -name clk0 -period $clk_period [get_ports {clk}]

set non_clock_inputs [all_inputs -no_clocks]
set_input_delay [expr $clk_period * $clk_io_pct] -clock clk0 $non_clock_inputs
set_output_delay [expr $clk_period * $clk_io_pct] -clock clk0 [all_outputs]
$ cat flow/design.v
module uart(clk,rst,rx,tx_data_in,start,rx_data_out,tx,tx_active,done_tx);
parameter clk_freq = 50000000;  
parameter baud_rate = 19200;  
parameter clock_divide = (clk_freq/baud_rate);
  input clk,rst; 
  input rx;
  input [7:0] tx_data_in;
  input start;
  output tx; 
  output [7:0] rx_data_out;
  output tx_active;
  output done_tx;
uart_rx 
       #(.clk_freq(clk_freq),
	 .baud_rate(baud_rate)
	)
      receiver
             (
              .clk(clk),
	      .rst(rst),
	      .rx(rx),
	      .rx_data_out(rx_data_out)
             );
uart_tx 
       #(.clk_freq(clk_freq),
	 .baud_rate(baud_rate)
        )
      transmitter			 
               (               
                .clk(clk),
		.rst(rst),
		.start(start),
		.tx_data_in(tx_data_in),
		.tx(tx),
		.tx_active(tx_active),
		.done_tx(done_tx)
               );
endmodule
module uart_rx(clk,rst,rx,rx_data_out);
parameter clk_freq = 50000000;  
parameter baud_rate = 19200;  
input clk;
input rst;
input rx;
output [7:0] rx_data_out;
localparam clock_divide = (clk_freq/baud_rate);
enum bit [2:0] { rx_IDLE = 3'b000,
                 rx_START = 3'b001,
		 rx_DATA = 3'b010,
		 rx_STOP = 3'b011,
		 rx_DONE = 3'b100 } rx_STATE, rx_NEXT;
logic [11:0] clk_div_reg,clk_div_next;
logic [7:0] rx_data_reg,rx_data_next;
logic [2:0] index_bit_reg,index_bit_next;
always_ff @(posedge clk) begin
if(rst) begin
rx_STATE <= rx_IDLE;
clk_div_reg <= 0;
rx_data_reg <= 0;
index_bit_reg <= 0;
end
else begin
rx_STATE <= rx_NEXT;
clk_div_reg <= clk_div_next;
rx_data_reg <= rx_data_next;
index_bit_reg <= index_bit_next;
end
end
always @(*) begin
rx_NEXT = rx_STATE;
clk_div_next = clk_div_reg;
rx_data_next = rx_data_reg;
index_bit_next = index_bit_reg;
case(rx_STATE)					 
rx_IDLE: begin
clk_div_next = 0;
index_bit_next = 0;
if(rx == 0) begin
rx_NEXT = rx_START;
end
else begin
rx_NEXT = rx_IDLE;
end
end
rx_START: begin
if(clk_div_reg == (clock_divide-1)/2) begin
if(rx == 0) begin
clk_div_next = 0;
rx_NEXT = rx_DATA;
end
else begin
rx_NEXT = rx_IDLE;
end
end
else begin
clk_div_next = clk_div_reg + 1'b1;
rx_NEXT = rx_START;
end
end
rx_DATA: begin
if(clk_div_reg < clock_divide-1) begin
clk_div_next = clk_div_reg + 1'b1;
rx_NEXT = rx_DATA;
end
else begin
clk_div_next = 0;
rx_data_next[index_bit_reg] = rx;
if(index_bit_reg < 7) begin
index_bit_next = index_bit_reg + 1'b1;
rx_NEXT = rx_DATA;
end
else begin
index_bit_next = 0;
rx_NEXT = rx_STOP;
end
end
end
rx_STOP: begin
if(clk_div_reg < clock_divide - 1) begin
clk_div_next = clk_div_reg + 1'b1;
rx_NEXT = rx_STOP;
end
else begin
clk_div_next = 0;
rx_NEXT = rx_DONE;
end
end
rx_DONE: begin
rx_NEXT = rx_IDLE;
end
default: rx_NEXT = rx_IDLE;
endcase
end
assign rx_data_out = rx_data_reg;
endmodule
module uart_tx(clk,rst,start,tx_data_in,tx,tx_active,done_tx);
parameter clk_freq = 50000000;  
parameter baud_rate = 19200;  
input clk,rst;
input start;
input [7:0] tx_data_in;
output tx;
output tx_active;
output logic done_tx;
localparam clock_divide = (clk_freq/baud_rate);
enum bit [2:0]{ tx_IDLE = 3'b000,
                tx_START = 3'b001,
		tx_DATA = 3'b010,
	        tx_STOP = 3'b011,
		tx_DONE = 3'b100 } tx_STATE, tx_NEXT;
logic [11:0] clk_div_reg,clk_div_next;
logic [7:0] tx_data_reg, tx_data_next;
logic tx_out_reg,tx_out_next;
logic [2:0] index_bit_reg,index_bit_next;
assign tx_active = (tx_STATE == tx_DATA);
assign tx = tx_out_reg;
always_ff @(posedge clk) begin
if(rst) begin
tx_STATE <= tx_IDLE;
clk_div_reg <= 0;
tx_out_reg <= 0;
tx_data_reg <= 0;
index_bit_reg <= 0;
end
else begin
tx_STATE <= tx_NEXT;
clk_div_reg <= clk_div_next;
tx_out_reg <= tx_out_next;
tx_data_reg <= tx_data_next;
index_bit_reg <= index_bit_next;
end
end
always @(*) begin
tx_NEXT = tx_STATE;
clk_div_next = clk_div_reg;
tx_out_next = tx_out_reg;
tx_data_next = tx_data_reg;
index_bit_next = index_bit_reg;
done_tx = 0;
case(tx_STATE)
tx_IDLE: begin
tx_out_next = 1;
clk_div_next = 0;
index_bit_next = 0;
if(start == 1) begin
tx_data_next = tx_data_in;
tx_NEXT = tx_START;
end
else begin
tx_NEXT = tx_IDLE;
end
end
tx_START: begin
tx_out_next = 0;
if(clk_div_reg < clock_divide-1) begin
clk_div_next = clk_div_reg + 1'b1;
tx_NEXT = tx_START;
end
else begin
clk_div_next = 0;
tx_NEXT = tx_DATA;
end
end
tx_DATA: begin
tx_out_next = tx_data_reg[index_bit_reg];
if(clk_div_reg < clock_divide-1) begin
clk_div_next = clk_div_reg + 1'b1;
tx_NEXT = tx_DATA;
end
else begin
clk_div_next = 0;
if(index_bit_reg < 7) begin
index_bit_next = index_bit_reg + 1'b1;
tx_NEXT = tx_DATA;
end
else begin
index_bit_next = 0;
tx_NEXT = tx_STOP; 
end
end
end
tx_STOP: begin
tx_out_next = 1;
if(clk_div_reg < clock_divide-1) begin
clk_div_next = clk_div_reg + 1'b1;
tx_NEXT = tx_STOP;
end
else begin
clk_div_next = 0;
tx_NEXT = tx_DONE;
end
end
tx_DONE: begin
done_tx = 1;
tx_NEXT = tx_IDLE;
end
default: tx_NEXT = tx_IDLE;
endcase
end
endmodule 
==> impl_metrics.ini <==
; implementation run metrics
[cells_and_area]
fillerInstances = 452
area_of_the_multi_input_gates_sq_mm = 0.00147
share_of_cells_above_drive_strength_1_pct = 9.65
regArea_sq_mm = 0.00114
area.growth.synth_to_final_pct = 18.3

[clock_tree]
cts_hold_repair.buffers = 0
cts.path.max_buffers = 2
cts.repair_timing.setup_buffer_count = 0
cts_resized = 0
cts_root_buf = clkbuf_8
cts_tree = done
clkTransAtPathRegs_ns = 0.07
htree_levels = 3
cts.sinks = 57
cts-buffers-inserted = 9
worstSkewPairLatency_ns = 0.34

[critical_path]
critPathKind = reg -> reg
reg2reg_setup_slack_ns = 0.46
crit_path_cell_trace = ha_1 > or4bb_1 > nor4_2 > a21o_1 > o21bai_2 > a211oi_1
crit_path_top_delay_cell = or4bb_1
worstSetupStartpointType = flip-flop
reg2reg_from = receiver.clk_div_reg[0]
crit_path_max_incr_delay_ns = 0.51
worstPathMaxFanout = 11
cell_family_contributing_the_most_delay_on_the_critical_path = simple AND/OR/NAND/NOR gates
timing.critical_path.to_type = flip-flop
worst_r2r_path_depth = 6
crit_arrival_ns = 2.49
rr_endpoint = receiver.clk_div_reg[1]
timing.critical_path.required_ns = 2.95
cp.buffers_inverters = 0

[final_timing]
final.setup_skew_ns = 0.00465
worst_case_headroom_to_the_max_slew_limit_pct = 43.4
setup_tns_ns = 0
crit_path_time_final_ns = 2.24
timing.hold.ws_ns = 0.406
fmax_mhz = 447
worstMarginPinSlew_ns = 0.838
final_hold_viol_count = 0
setup_violations = 0
grt_setup_unrepaired = false
maxSlewViolCount = 0
post-route-period-util_pct = 82.8

[worst_hold_path]
timing.hold.worst_path_depth = 2
hold_crit_start = receiver.rx_STATE[1]
hold_path_class = reg -> reg
hold-path-endpoint = receiver.rx_STATE[0]

[grt]
grt_start_max_net_pins = 20
grt_pass1_wl_um = 8560
grt_overflow = 0
grtUsageTotal_pct = 20.1
antenna_found_initial = 0
first_global_vias = 1954

[yosys]
ff_type = dfxtp_1
yosys_area_sq_mm = 0.00272
topCellsByArea = dfxtp_1, nor2_1, a21oi_1
ys.flops = 57
yosysTopAreaCell = dfxtp_1
async_set_or_reset_flop_fraction_in_the_synthesized_netlist_pct = 0
ys_types = 60
netlist.area_leader.share_pct = 42.0
netlist_area_sq_mm = 0.00272
ys_top_cells_by_count = dfxtp_1, nor2_1, nand2_1
synth-edff-count = 0
count_of_synthesis_stage_warnings_from_yosys = 2
post_synth_inst_count = 310
most_common_cell = dfxtp_1
average_size_of_a_mapped_cell_sq_um = 8.76
ys_seq_share_pct = 42.0
yosys_cells = 310

[placed_design]
dp.final_hpwl_um = 3550
port-buffer-count = 22
gp_congestion = 0.824

[routing]
drc_violations_left = 0
antenna_cells = 0
dr_wl_cell_um = 12.4
drt_iter0_markers = 101
vias = 2208
avgViaCountPerCell = 5.36
routed_wirelength_um = 5130
final_antenna_net_count = 0
drt_pre_antenna_iters = 5

[power]
p_total_mw = 1.81
power-per-cell-area_mw_per_mm2 = 562
ir_worst_vdd_uv = 413
power.static_leakage_nw = 1.10

[floorplanning]
initial_utilization_pct = 52.5
core.rowCount = 26
core_region_area_sq_mm = 0.00517
pin_count = 23
floorplan.die.width_um = 75.7
chipArea_sq_mm = 0.00573
fp.dieH_um = 75.7

[flow_run]
max_cap_viol_count = 0
log.warning_count = 30

[outcome]
status = finished clean
## worst register-to-register path: stages (launching register included)
cell	delay [ns]
dfxtp_1	0.42
ha_1	0.17
or4bb_1	0.51
nor4_2	0.41
a21o_1	0.21
o21bai_2	0.19
a211oi_1	0.24
## stage by stage
stage	area (sq um)	utilization (%)	instances	worst slack (ns)
4_1_cts	3210	62.1	412	0.434
3_3_place_gp	3000	58.1	396	0.515
6_report	3210	62.1	412	0.463
3_5_place_dp	3000	58.1	396	0.465
5_1_grt	3210	62.1	412	0.251
2_1_floorplan	2720	-	310	0.780
## cells by family (layout without fill, tap and decap cells)
group / count (synthesis) / after routing / synth area share (%)
AND-OR/OR-AND: 69 / 69 / 17.4
adder cells (fa/ha/maj): 8 / 8 / 3.69
flip-flops: 57 / 57 / 42.0
XOR/XNOR: 22 / 22 / 7.10
AND/OR/NAND/NOR: 124 / 124 / 23.5
multiplexers: 4 / 4 / 2.44
buffers and inverters: 26 / 58 / 3.87
## layer usage
metal	vias up	global-route usage [%]	wire [um]
li1	1156	-	-
met4	0	2.88	68
met3	8	5.90	204
met5	-	0	0
met1	1010	30.2	2620
met2	34	30.7	2230
## worst max path at each step
stage	startpoint	depth (start not counted)	endpoint	slack [ns]
final	receiver.clk_div_reg[0]	6	receiver.clk_div_reg[1]	0.46
after global routing	receiver.clk_div_reg[0]	6	receiver.clk_div_reg[11]	0.25
after CTS	receiver.clk_div_reg[0]	6	receiver.clk_div_reg[6]	0.43
## placed cells by master (no fill, tap or decap), types with 2 or more instances in the layout
cell | Yosys | layout
dfxtp_1 | 57 | 57
nor2_1 | 36 | 36
nand2_1 | 27 | 27
a21oi_1 | 23 | 23
clkdlybuf4s50_1 | 0 | 22
nand3_1 | 21 | 21
inv_1 | 17 | 17
o21ai_0 | 12 | 12
xnor2_1 | 12 | 12
xor2_1 | 10 | 10
clkbuf_8 | 0 | 9
ha_1 | 8 | 8
a211o_1 | 6 | 6
nor3_1 | 5 | 5
nand3b_1 | 5 | 5
clkinv_2 | 0 | 5
o21a_1 | 4 | 4
nor3b_1 | 3 | 3
nand4_1 | 3 | 3
nor4_1 | 3 | 3
buf_4 | 0 | 3
o21ai_2 | 2 | 2
o31ai_1 | 2 | 2
or3_1 | 2 | 2
o41ai_1 | 2 | 2
nand4b_1 | 2 | 2
o211ai_1 | 2 | 2
a31oi_1 | 2 | 2
mux4_2 | 2 | 2
a211oi_1 | 2 | 2
bufinv_16 | 0 | 2
## layout make-up
| type | instances | area share (%) |
|---|---|---|
| Multi-Input combinational cell | 227 | 45.7 |
| Sequential cell | 57 | 35.5 |
| Timing Repair Buffer | 25 | 7.55 |
| Clock buffer | 9 | 3.86 |
| Tap cell | 70 | 2.73 |
| Clock inverter | 7 | 2.65 |
| Inverter | 17 | 1.99 |
## report_power, final
group	switching, mW	internal [mW]	total, mW
sequential	0.0165	0.857	0.874
clock	0.330	0.510	0.840
combinational	0.0482	0.0435	0.0918
total	0.394	1.41	1.81
Power is estimated from default activity; no workload was simulated.
